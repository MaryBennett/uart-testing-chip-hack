===== design/flow/run.sh =====
#!/bin/bash
# OpenROAD 26Q1-2900-gdf79404cd8, Yosys 0.63+post, stock flow scripts
make -C /OpenROAD-flow-scripts/flow DESIGN_CONFIG=/design/flow/config.mk WORK_HOME=/design/flow/orfs finish

===== design/flow/config.mk =====
export PLATFORM = sky130hd
export DESIGN_NAME = chip
export DESIGN_NICKNAME = chip
export VERILOG_FILES = /design/flow/design.v
export SDC_FILE = /design/flow/constraint.sdc
export NUM_CORES = 4
export LEC_CHECK = 1
export CORE_AREA = 10 10 112 112
export DIE_AREA = 0 0 122 122

===== design/flow/constraint.sdc =====
current_design chip

set clk_period 2.6
set clk_io_pct 0.2

create_clock -name clk0 -period $clk_period [get_ports {clk}]

set non_clock_inputs [all_inputs -no_clocks]
set_input_delay [expr $clk_period * $clk_io_pct] -clock clk0 $non_clock_inputs
set_output_delay [expr $clk_period * $clk_io_pct] -clock clk0 [all_outputs]

===== design/flow/design.v =====
module chip (
	     input 	   clk,
	     output [18:0] ADR,
	     output [15:0] DAT,
	     output 	   RAMOE,
	     output 	   RAMWE,
	     output 	   RAMCS,
	     output [55:0] PMOD,
	     input [1:0]   BUT,
	     input [3:0]   DIP
	     );
   assign ADR[18:0] = {19{1'b0}};
   assign DAT[15:0] = {16{1'b0}};
   assign RAMOE = 1'b1;
   assign RAMWE = 1'b1;
   assign RAMCS = 1'b1;
   assign PMOD[49:0] = {50{1'b0}};
   wire 		   OUT;
   wire 		   enter_ed;
   wire 		   next_ed;
   reg [9:0] 		   clock_divider_counter;
   reg 			   uart_clock;
   always @(posedge clk) begin
      if (clock_divider_counter == 434)
   	clock_divider_counter <= 0;
      else
   	clock_divider_counter <= clock_divider_counter + 1;
   end
   always @(posedge clk) begin
      if (clock_divider_counter == 434)
 	uart_clock <= ~uart_clock;
   end
   uart my_uart (
		 .clk   (uart_clock),
		 .led (PMOD[55:52]),
		 .next_ed (next_ed),
		 .button (BUT[1]),
		 .UART_TX (PMOD[50]),
		 .UART_GND (PMOD[51])  
		 );
   edge_detect next_edge_detect (
				 .clk   (uart_clock),
				 .IN (BUT[0]),
				 .OUT (next_ed)
				 );
endmodule
module edge_detect(
  input  clk,
  input IN,  
  output OUT  
  );
  reg a, b;
  wire reset;
  wire enter;
  assign enter = ~IN;
  assign OUT = a & !b;
  always @(posedge clk) begin
    if (reset) begin
       a <= 0;
       b <= 0;
    end
    else begin
      a <= enter;
      b <= a;
    end
  end
endmodule
module uart(  input        clk,
              input 	   next_ed,
              input 	   button,
              output [3:0] led,         
              output reg   UART_TX,     
              output 	   UART_GND);   
   reg [3:0] 		   transmit_state;
   reg [7:0] 		   transmit_data;
   reg 			   key1_reg;
   reg [4:0] 		   word_state;
   reg [3:0] 		   led_value;
   integer 		   i;
   reg [3:0] 		   len;  
   reg [120:0] 		   transmit_string;  
   wire 		   reset;
   assign reset = ~button;
   assign UART_GND = 0;
   assign led = led_value;
   always @(posedge clk or posedge reset) begin
      if (reset) begin
 	 transmit_state <= 0;
	 word_state <= -1;
	 led_value <= 1;
 	 UART_TX <= 1;
 	 transmit_data <= 8'h30;
      end
      else begin
 	 case (transmit_state)
 	   0:
 	     begin
		transmit_string = "Hello, World!";
		len = 13;
		led_value <= 1;
		if (next_ed == 1) begin
		   transmit_state <= 1;
		end
 	     end
 	   1:
 	     begin
		UART_TX <= 0;
		transmit_state <= 2;
		led_value <= 2;
	     end
 	   2,3,4,5,6,7,8,9:
 	     begin
		led_value <= 4;
		UART_TX <= transmit_data[transmit_state - 2];
		transmit_state <= transmit_state + 1;
 	     end
 	   10:
 	     begin
		led_value <= 15;
		UART_TX <= 1;
		transmit_state <= 0;
		if (word_state == -3) begin
		   word_state <= len - 1;
 		end
		else
		begin
		   if (word_state == -1) begin
		      transmit_state <= 1;
		      word_state <= word_state + 1;
		      transmit_data <= 8'hA;  
		   end
		   if (word_state == -2) begin
		      transmit_state <= 0;    
		      word_state <= 1;
		      transmit_data <= 8'hD;  
		   end
		   transmit_data[0] <= transmit_string[word_state*8];
		   transmit_data[1] <= transmit_string[word_state*8+1];
		   transmit_data[2] <= transmit_string[word_state*8+2];
		   transmit_data[3] <= transmit_string[word_state*8+3];
		   transmit_data[4] <= transmit_string[word_state*8+4];
		   transmit_data[5] <= transmit_string[word_state*8+5];
		   transmit_data[6] <= transmit_string[word_state*8+6];
		   transmit_data[7] <= transmit_string[word_state*8+7];
		   transmit_state <= 0;
		   word_state <= word_state - 1;
		end
             end
 	   default:
 	     transmit_state <= 0;
 	 endcase
      end
   end
endmodule

==> job_summary.md <==
## PnR job results

| Metric | Value |
|---|---|
| Die height | 122 um |
| Post-Synthesis Cells | roughly 270 |
| Fp_density | 0.245 |
| Top FF cell, synth | dfrtp_1 |
| GR Util met3 | 0.0122 |
| CTS H-Tree Depth | 1 |
| Critical Path Fanout Max | 8 |
| DP Area | about 2300 um^2 |
| Die area | about 15000 um^2 |
| Fillers | 1102 |
| Global-route track usage on met1 | 0.0692 |
| Most numerous logic cell after layout | conb_1 |
| CP startpoint kind | register |
| Routed Antenna Nets | 0 |
| F_max | 648 MHz |
| Asr flop ratio synth | 0.656 |
| Clock root buffer | clkbuf_8 |
| Post-DP HPWL | 3280 um |
| Dominant cell area share | 0.276 |
| Vias per cell | around 3.5 |
| Setup Buffers After CTS | 0 |
| Avg WL per Cell | slightly below 10 um |
| Clock Latency Late Sink | 0.23 ns |
| Gr busiest metal | met2 |
| Final wirelength | 4060 um |
| Post-Syn Area | 2500 um^2 |
| Number of unconstrained endpoints | 26 |
| TritonRoute pass-1 iters | 5 |
| Power Dens Cells | 148 nW/um^2 |
| HP Class | register to register |
| Crit. End Element | register |
| RSZ-0062 raised after global routing | no |
| Post-cts sizing count | 0 |
| Buffers on Ports | 6 |
| Grt total ovfl | 0 |
| Hold wc startpoint | clock_divider_counter[0]$_SDFF_PN0_ |
| Worst slew pin tran | around 0.66 ns |
| Flop2flop setup slack | 1.06 ns |
| Registers, synthesis | 32 |
| Cell Type Count | 49 |
| CTS Hold Bufs | 0 |
| Slew HR | 0.561 |
| CTS clock-pin slew for the worst setup and hold paths | 0.04 ns |
| Largest net degree at the start of global routing | 23 |
| Final Instance Area | 2390 um^2 |
| Warnings from Yosys | 4 |
| Met2 usage | 0.0878 |
| Row count | 37 |
| Worst Hold Endpoint | clock_divider_counter[0]$_SDFF_PN0_ |
| Worst EP arrival | 1.66 ns |
| Yosys cell count | 273 |
| Top cells excl fill/tap | 89 x conb_1, 17 x nand2_1, 16 x nor2_1, 16 x ha_1, 12 x dfrtp_1 |
| Final Slew Violations | 0 |
| Synth Seq Share | 0.306 |
| Residual DRC | 0 |
| Gr usage total | 0.0517 |
| Starting DRT DRC Count | around 67 |
| Diode count | 0 |
| Max VDD drop | 0.412 mV |
| First-pass GRT wire length | 6710 um |
| Core Box Area | 10200 um^2 |
| GPL Wtd Cong | just over 0.8 |
| Initial antenna violation count | 0 |
| Endpoints failing setup | 0 |
| Register pins left without a clock | 21 |
| Reg-to-reg endpoint | clock_divider_counter[9]$_SDFF_PN0_ |
| Outcome | completed |
| IO Count | 101 |
| CTS tree | done |
| Share of cells above drive strength 1 | 0.0912 |
| Syn_area_per_cell | 9.18 um^2 |
| Number of global-route vias before repair | around 1500 |
| Clock tree buffer depth | 2 |
| Max-Cap Viols | 0 |
| Number of enable flip-flop cells | 1 |
| Number of buffers created by CTS | 3 |
| Yosys top cell by area | buf_4 |
| Biggest area cells | buf_4 28%, dfrtp_1 12%, dfstp_2 9.4% |
| Power, Total | about 0.35 mW |
| R2R Path Start | clock_divider_counter[0]$_SDFF_PN0_ |
| WS Path Type | register to register |
| Cell depth of the worst hold path | 1 |
| R2R cell count | 6 |
| YS chip area | about 2500 um^2 |
| Setup tns final | 0 ns |
| Final hold viol count | 0 |
| CP Data Required Time | about 2.7 ns |
| Tcrit/Tclk final | 0.594 |
| Chip Width | 122 um |
| Area growth from synthesis to layout | -4.70% |
| Detailed-route via count | 1451 |
| Tool warnings | 41 |
| Fin crit period | 1.54 ns |
| LEAKAGE | between 1 and 1.5 nW |
| Final hold slack | 0.459 ns |
| Worst Skew | ~0.0056 ns |
## synth_stat cells (all sizes together) (2+ instances only)
cell and count:
a211oi 2, a21o 2, a21oi 10, a22o 3, a22oi 2, buf 96
conb 2, dfrtp 12, dfstp 9, dfxtp 10, ha 16, inv 10
mux2 2, mux2i 2, nand2 17, nand2b 4, nand3 5, nor2 16
nor2b 4, nor3 2, nor4 2, o21ai 15, o21bai 2, o311ai 2
o31ai 2, o41ai 2, xnor2 4, xor2 4
## layer usage
| metal | vias to the layer above | wire length [um] |
|---|---|---|
| li1 | 728 | - |
| met2 | 53 | 1910 |
| met3 | 0 | 237 |
| met4 | 0 | 0 |
| met1 | 670 | 1920 |
| met5 | - | 0 |
## how the worst max path moves through the flow
stage	slack, ns	to	cells after the start	from
global route	0.90	clock_divider_counter[9]$_SDFF_PN0_	6	clock_divider_counter[0]$_SDFF_PN0_
CTS	1.05	clock_divider_counter[9]$_SDFF_PN0_	6	clock_divider_counter[0]$_SDFF_PN0_
finish	1.06	clock_divider_counter[9]$_SDFF_PN0_	6	clock_divider_counter[0]$_SDFF_PN0_
## report_power, final
| group | leakage, nW | total [mW] | internal (mW) | switching, mW |
|---|---|---|---|---|
| clock network | 0.0228 | 0.164 | 0.107 | 0.0567 |
| logic | 0.732 | 0.0171 | 0.00230 | 0.0148 |
| registers | 0.352 | 0.172 | 0.172 | 0 |
| total | 1.11 | 0.353 | 0.281 | 0.0715 |
## kinds of logic after synthesis
kind of cell	after synthesis	synth area share
buffers and inverters	107	0.305
and+or+nand+nor	58	0.123
AOI/OAI and AO/OA	45	0.129
DFF	32	0.306
adders and majority gates	16	0.0799
xor gates and xnor gates	8	0.0280
muxes	5	0.0260
other	2	0.00300
## registers in the layout (all words and copies together) (netlist names)
| register | flops |
|---|---|
| my_uart.word_state | 5 |
| my_uart.UART_TX | 1 |
| clock_divider_counter | 10 |
| my_uart.transmit_state | 4 |
| uart_clock | 1 |
| my_uart.transmit_data | 7 |
| my_uart.led_value | 4 |
## worst max-delay path: stages (launching register included)
cell      delay, ns
dfxtp_1        0.33
inv_1          0.06
ha_1           0.13
nand4b_1       0.12
and4bb_1       0.47
nor2_1         0.06
mux2_2         0.26
## per-stage QoR
| stage | setup slack [ns] | util | std cells |
|---|---|---|---|
| 6_report | 1.06 | 0.233 | 410 |
| 5_1_grt | 0.902 | 0.233 | 410 |
| 4_1_cts | 1.05 | 0.233 | 410 |
| 3_5_place_dp | 1.06 | 0.229 | 406 |
| 3_3_place_gp | 1.07 | 0.229 | 406 |
| 2_1_floorplan | 1.24 | - | 360 |
## final cells by class
class / instances / area (um^2) / area share
Clock buffer: 4 / 45.0 / 0.0189
Tap cell: 136 / 170 / 0.0713
Multi-Input combinational cell: 221 / 1300 / 0.545
Sequential cell: 32 / 767 / 0.321
Timing Repair Buffer: 7 / 67.6 / 0.0283
Inverter: 10 / 37.5 / 0.0157
Power is estimated from default activity; no workload was simulated.
